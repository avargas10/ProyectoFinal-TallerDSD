===== /design/flow/run.sh =====
#!/bin/bash
# OpenROAD 26Q1-2900-gdf79404cd8, Yosys 0.63+post, stock flow scripts
make -C /OpenROAD-flow-scripts/flow DESIGN_CONFIG=/design/flow/config.mk WORK_HOME=/design/flow/orfs finish

===== /design/flow/design.v =====
`timescale 1ns / 1ps
module Collision(clk, bulletx, bullety, airplanex,col);
	input [9:0]bulletx, bullety, airplanex;
	input clk;
	output reg col;
	always@(posedge clk)
		begin
			if(bulletx>=airplanex & bulletx<=(airplanex+30))
				begin
					if(((60-bullety)>=0 & (60-bullety)<=10)||
						((bullety-60)>=0 & (bullety-60)<=10))
						begin
							col = 1'b1;
						end
				end
			else
				begin
					col = 1'b0;
				end
      end 
endmodule

===== /design/flow/config.mk =====
export PLATFORM = sky130hd
export DESIGN_NAME = Collision
export DESIGN_NICKNAME = Collision
export VERILOG_FILES = /design/flow/design.v
export SDC_FILE = /design/flow/constraint.sdc
export NUM_CORES = 4
export LEC_CHECK = 1
export CORE_AREA = 10 10 73 73
export DIE_AREA = 0 0 83 83

===== /design/flow/constraint.sdc =====
current_design Collision

set clk_period 2.5
set clk_io_pct 0.2

create_clock -name clk0 -period $clk_period [get_ports {clk}]

set non_clock_inputs [all_inputs -no_clocks]
set_input_delay [expr $clk_period * $clk_io_pct] -clock clk0 $non_clock_inputs
set_output_delay [expr $clk_period * $clk_io_pct] -clock clk0 [all_outputs]

==> results.py <==
# Physical implementation metrics
metrics = {
    "worst_setup_path": {
        "cp.required_ps": 2410,
        "critical_path_class": "in2reg",
        "arrival_ps": 2420,
        "crit_path_max_fanout": 3,
        "critPathCaptureType": "flip-flop",
        "cp-start-kind": "input port",
        "crit_path_cell_trace": "buf_8 -> nor3_4 -> a21o_1 -> nor2_1 -> xnor2_1 -> ha_2 -> or4_4 -> a21oi_2 -> o221ai_1 -> nor3b_2 -> a221oi_2",
        "slowest_stage": "or4_4",
        "max_stage_delay_ps": 520,
    },
    "sta": {
        "min_period_ps": 2510,
        "slew_headroom_pct": 72.3,
        "period_used_pct": 100,
        "report.final.slew_viol_count": 0,
        "rsz0062_at_grt": "yes",
        "worstMarginPinSlew_ps": 410,
        "skew_ps": 0,
        "fin_tns_setup_ps": -8.87,
        "setup_viol": 1,
        "fmax_ghz": 0.399,
        "hold_viol": 0,
        "timing.final.ws_setup_ps": -8.87,
        "hold-worst-slack_ps": 573,
    },
    "yosys": {
        "synthTopCellsByCount": "ha_1 (22), inv_1 (14), a21oi_1 (10)",
        "syn_inst": 103,
        "synth_cell_types": 31,
        "synth_area_um2": 786,
        "synth_top_area_share_pct": 35.0,
        "syn_avg_cell_area_um2": 7.63,
        "ys_sh_mux_pct": 0,
        "ff_type": "dfxtp_1",
        "edf_count": 0,
        "ys_seq_share_pct": 2.55,
        "ys_warn_count": 1,
        "ys_sh_xor_pct": 7.80,
        "ys_cells": 103,
        "compound_area_share_pct": 27.9,
        "top_area_cell": "ha_1",
        "ys_sh_simple_pct": 19.4,
        "synth_flop_count": 1,
        "ys_top_logic_family": "adder cells",
        "ys_chip_area_um2": 786,
        "fa_ha_area_share_pct": 35.0,
        "synthArstFlopShare_pct": 0,
        "top_cell": "ha_1",
        "yosys-top-cells-area": "ha_1 (35%), xnor2_1 (7.8%), inv_1 (6.7%)",
    },
    "cells_and_area": {
        "synthToLayoutAreaGrowth_pct": 71.5,
        "largest_reg_flops": 1,
        "fin_cells": 201,
        "drive_gt1_share_pct": 24.2,
        "fin_util_pct": 36.0,
    },
    "floorplanning": {
        "die_w_um": 83,
        "io_pins": 32,
        "dieArea_mm2": 0.00689,
        "dieHeight_um": 83,
        "core_area_mm2": 0.00374,
        "initial_core_util_pct": 21.0,
        "row_count": 22,
    },
    "placement": {
        "place_congestion": 0.851,
        "port_buffers": 31,
        "place_inst": 198,
        "dp_hpwl_um": 2060,
    },
    "drt": {
        "drc_errors": 0,
        "antenna_cells": 0,
        "vias": 895,
        "viasPerCell": 4.45,
        "drt-total-wl_um": 2260,
        "firstDrtPassIters": 2,
        "wl_per_cell_um": 11.3,
        "drt_iter0_drc": 10,
        "antenna_left": 0,
    },
    "grt": {
        "grt_pass1_wl_um": 3820,
        "met3_usage_pct": 0.492,
        "grt_max_degree": 9,
        "grt_pass1_vias": 905,
        "antenna_found_initial": 0,
        "grt.total_usage_pct": 6.07,
        "use_met2_pct": 10.7,
        "busiest_layer": "met2",
        "overflow": 0,
        "use_met1_pct": 8.24,
    },
    "power_and_ir_drop": {
        "p_comb_share_pct": 92.9,
        "seq_power_share_pct": 7.1,
        "power_uw": 234,
        "powerDensity_mw_per_mm2": 173,
        "irDropWorstVdd_v": 0.0000667,
        "power.share.clock_pct": 0,
        "netSwitchingFraction_pct": 39.0,
        "switchingPower_uw": 91.0,
        "p_leak_nw": 0.606,
        "p_int_uw": 143,
    },
    "outcome": {
        "violations": "negative setup slack",
        "status": "finished, violations left",
    },
    "worst_hold_path": {
        "hold_path_class": "reg2reg",
    },
    "clocking": {
        "clk_latency_ps": 0,
        "clk_transition_reported_paths_ps": 0,
    },
    "job": {
        "warning_count": 32,
        "maxCapViolCount": 0,
    },
}
==> critical path: cells and delay by family <==
family                   cells  cell delay [ps]
adder cells (fa/ha/maj)      1              170
AND-OR/OR-AND                4              580
XOR/XNOR                     1              130
buffers and inverters        1              110
AND/OR/NAND/NOR              4              940
==> logic make-up after synthesis <==
logic type | count (synthesis)
AOI/OAI and AO/OA | 31
xor gates and xnor gates | 7
adders and majority gates | 22
buffers and inverters | 15
DFF | 1
and+or+nand+nor | 27
==> metal layers <==
metal  vias to the layer above  wire length, µm
li1                        485                -
met1                       392             1120
met2                        18             1090
met3                         0               57
met4                         0                0
met5                         -                0
==> power groups by stage <==
stage	Combinational [mW]	Clock (mW)	Sequential, mW
after global routing	0.244	0	0.0166
after CTS	0.213	0	0.0166
final	0.217	0	0.0166
==> worst paths after layout <==
| kind | startpoint | to | slack (ps) | cells after the start |
|---|---|---|---|---|
| max | airplanex[1] | col$_SDFFE_PN0P_ | -9 | 11 |
| min reg2reg | col$_SDFFE_PN0P_ | col$_SDFFE_PN0P_ | 570 | 2 |
| max reg2reg | col$_SDFFE_PN0P_ | col$_SDFFE_PN0P_ | 1820 | 2 |
| min | col$_SDFFE_PN0P_ | col$_SDFFE_PN0P_ | 570 | 2 |
==> placed cells by master, fill, tap and decap left out, types with 2 or more instances in the layout <==
cell type	n
o21ai_0	5
clkdlybuf4s50_1	23
ha_2	2
a21oi_2	2
nand4_1	4
dlygate4sd2_1	3
nor2_1	4
buf_6	2
inv_1	11
nand2_1	7
inv_2	2
nand4b_1	2
a21oi_1	8
ha_1	19
a21o_1	3
xnor2_1	7
buf_4	20
nand2b_1	4
==> stage by stage <==
step,cell area (µm²),setup slack (ps)
3_3_place_gp,1280,-512
3_5_place_dp,1280,-574
2_1_floorplan,786,68.3
5_1_grt,1350,-139
4_1_cts,1330,-33.4
6_report,1350,-8.87
==> final cells by class <==
class | instances | area (µm²)
tap | 48 | 60.1
timing repair buffer | 51 | 459
fill | 386 | 2400
multi-input combinational | 87 | 753
sequential | 1 | 20.0
inverter | 14 | 55.1
==> timing repair <==
item	CTS	global route
cloned	0	0
endpoints found under the hold margin	0	0
hold buffers	0	0
buffers inserted	3	0
pin swaps	13	10
resized	37	3
setup endpoints to repair	1	1
Power figures rest on the tool's default switching activity, not on a simulated workload.
