## flow/run.sh

```bash
#!/bin/bash
# OpenROAD 26Q1-2900-gdf79404cd8, Yosys 0.63+post, stock flow scripts
make -C /OpenROAD-flow-scripts/flow DESIGN_CONFIG=/design/flow/config.mk WORK_HOME=/design/flow/orfs finish
```

## flow/config.mk

```make
export PLATFORM = sky130hd
export DESIGN_NAME = Gun
export DESIGN_NICKNAME = Gun
export VERILOG_FILES = /design/flow/design.v
export SDC_FILE = /design/flow/constraint.sdc
export NUM_CORES = 4
export LEC_CHECK = 1
export CORE_AREA = 10 10 73 73
export DIE_AREA = 0 0 83 83
```

## flow/constraint.sdc

```tcl
current_design Gun

set clk_period 4.4
set clk_io_pct 0.2

create_clock -name clk0 -period $clk_period [get_ports {clk}]

set non_clock_inputs [all_inputs -no_clocks]
set_input_delay [expr $clk_period * $clk_io_pct] -clock clk0 $non_clock_inputs
set_output_delay [expr $clk_period * $clk_io_pct] -clock clk0 [all_outputs]
```

## flow/design.v

```verilog
`timescale 1ns / 1ps
`timescale 1ns / 1ps
module Gun(
		clk,
		bDer,
		bIzq,
		gunx
    );
input wire bDer,bIzq,clk;
output reg [9:0] gunx = 310;
always@(posedge clk)
		begin
			if (gunx>620)
				begin
					gunx=620;
				end
			else if (gunx<20)
				begin
					gunx = 20;
				end
			else if (bDer) 
				begin
					gunx = gunx + 15;
				end
			else if (bIzq) 
				begin
					gunx = gunx - 15;
				end
			else 
				gunx=gunx;          
      end 
endmodule
```

==> writeup.txt <==
The worst setup path is captured at a flip-flop. The worst setup margin is 1.428 ns, and the floorplan die height is 83 µm. The number of placed I/O pins came out at 13.

After detailed routing, the number of vias per cell comes to 4.981. The violation tally recorded at the end of detailed-routing iteration 0 is 75. The clock root buffer is sky130_fd_sc_hd__clkbuf_8.

For the final number of hold-violating endpoints, the log shows 0. The flow reports an fmax of 0.3364 GHz. The buffer levels on the longest clock path is 2. TritonCTS built the clock tree.

The distinct cell type count after synthesis was 32. Per the post-CTS timing run, clock transition at the registers of the reported paths is 0.05 ns. With the die area at 6889 µm², the detailed-route wire length is 2159 µm. After synthesis the cells add up to 797.0 µm². The count of warnings emitted by yosys is 1, and the count of endpoints failing setup in the final report is 0. In this run the remaining antenna-violating nets after routing total 0. The run reported a max-capacitance violation count of 0.

For the number of antenna violations at the first check in global routing, the log shows 0. For this block, the via count after detailed routing is 787. Sequential-to-total area share from yosys stat: 25.12%.

The start-to-end type of the worst setup path was input port to flip-flop. The most common flop cell mapped by yosys is sky130_fd_sc_hd__dfxtp_1.

Per the Yosys statistics, synthesis produced 96 cells. The biggest area contributor in the post-synthesis netlist is sky130_fd_sc_hd__dfxtp_1. The headroom to the max-slew limit was 50.70%.

The run finished with clean final reports. The final period utilization is 67.56%, and the mean routed wirelength per cell is 13.66 µm. The share of layout cells above drive strength 1 was 5.455%; the core box area was 3744 µm². The data arrival time reported for the critical path is 3.13 ns.

The main area contributors are sky130_fd_sc_hd__dfxtp_1 25%, sky130_fd_sc_hd__ha_1 13%, sky130_fd_sc_hd__a21oi_1 6.3%. STA classifies the critical path startpoint as an input port.

With the pin count of the biggest net entering global routing at 9, the number of setup buffers added after CTS is 0. The total number of H-tree levels was 1. The synthesized design contains 0 enable-type register cells. The worst hold path was traced through 2 stages. The global route stage reports its total congestion overflow as 0.

For the worst flop-to-flop path, the logic depth is 6. With the power density over the cells at 730.0 nW/µm², the insertion delay at the late pin of the worst-skew pair is 0.23 ns. Per the OpenROAD power report, leakage power amounts to 0.0004213 µW. In this run the biggest area consumer among cell types represents 25.12% of the synthesized area. The run gives 0 for the final-report max-slew violation count. For the global-route wire length before repair, the log shows 3698 µm. A synthesized cell averages 8.302 µm². With the number of global-route vias before repair at 759, the largest fanout on the critical path is 8.

In this run the VDD rail shows a maximum IR drop of 0.2497 mV. For the worst slack at placement, the log shows 1.239 ns. With the worst setup skew after layout at 0.005767 ns, the total of flip-flops plus latches after synthesis is 10. Counting every instance in the synthesized netlist gives 96. For the global-route total usage across every layer, the log shows 6.119%. After layout, the minimum clock period comes to 2.972 ns. In the floorplan report the effective utilization is 21.29%. The detailed-routing iteration count for the pre-antenna-repair pass is 4, and the total number of placement rows is 22. The area added between synthesis and finish is 27.32%, and the number of buffers created by CTS is 3. The run gives 0.5436 ns for the final worst hold slack. The chip area from the yosys synthesis statistics was 797.0 µm². According to the hold report, the worst path is of the flip-flop to flip-flop type. With the placer congestion estimate at 0.8890, the sum of negative setup slack is 0 ns. The number of sinks driven by the clock tree is 10, and the detailed-route DRC error count is 0.

Looking at the max-slew report, the worst-margin pin has a slew of 0.7333 ns. After filler insertion, the fill cell instance count of the layout stands at 413. The buffer_ports step reported a buffer count of 12. The fraction of registers with async set/reset was 0%. In the placement report, post-DP HPWL is listed as 1630 µm. The number of flip-flops under the largest register name was 10. For the post-cts hold buffer count, the log shows 0. For the post-cts sizing count, the log shows 0.

Setup repair after global routing left no endpoint under its margin. The floorplan die width works out to 83 µm. With the total inserted antenna cells at 0, the required time of the critical path is 4.56 ns. The count of tool warnings was 25.
[power by group]
part / internal, µW / switching [µW] / total, µW
sequential: 136 / 64.9 / 201
combinational: 241 / 206 / 447
clock: 59.7 / 32.9 / 92.5
[layout by cell type, fill, tap and decap left out, types with 2 or more instances in the layout]
cell type / instances
sky130_fd_sc_hd__inv_1: 2
sky130_fd_sc_hd__nand4_1: 2
sky130_fd_sc_hd__dfxtp_1: 10
sky130_fd_sc_hd__or3_1: 3
sky130_fd_sc_hd__clkbuf_8: 3
sky130_fd_sc_hd__a221o_1: 2
sky130_fd_sc_hd__xnor2_1: 5
sky130_fd_sc_hd__o21a_1: 2
sky130_fd_sc_hd__clkdlybuf4s50_1: 12
sky130_fd_sc_hd__o211ai_1: 2
sky130_fd_sc_hd__nor2_1: 5
sky130_fd_sc_hd__nand3_1: 6
sky130_fd_sc_hd__a21o_1: 4
sky130_fd_sc_hd__o21ai_0: 4
sky130_fd_sc_hd__a21oi_1: 10
sky130_fd_sc_hd__nor3_1: 3
sky130_fd_sc_hd__nand2_1: 10
sky130_fd_sc_hd__mux2i_1: 2
sky130_fd_sc_hd__nor2b_1: 2
sky130_fd_sc_hd__ha_1: 8
[critical path, stage by stage]
cell and delay (ns):
sky130_fd_sc_hd__clkdlybuf4s50_1 0.66, sky130_fd_sc_hd__inv_1 0.24, sky130_fd_sc_hd__ha_1 0.40, sky130_fd_sc_hd__a21oi_1 0.26, sky130_fd_sc_hd__a21oi_1 0.13, sky130_fd_sc_hd__or3_1 0.39, sky130_fd_sc_hd__a31oi_1 0.16
[path summary, 6_finish.rpt]
kind | from | end | slack [ns]
min | gunx[1]$_SDFFE_PP0P_ | gunx[1]$_SDFFE_PP0P_ | 0.54
min reg2reg | gunx[1]$_SDFFE_PP0P_ | gunx[1]$_SDFFE_PP0P_ | 0.54
max reg2reg | gunx[0]$_SDFFE_PP0P_ | gunx[8]$_SDFFE_PP0P_ | 2.40
max | bDer | gunx[7]$_SDFFE_PP0P_ | 1.43
[per-layer routing]
metal	track usage (%)	vias to the layer above	share of wire [%]	wire length (µm)
met5	0	-	0	0
met4	0.1538	0	0	0
met3	2.559	0	6.2	133
met2	8.101	14	40	862
met1	9.264	377	54	1162
li1	-	396	-	-
[logic make-up after synthesis]
kind of cell	after synthesis	synth area share, %
DFF	10	25.12
adders and majority gates	9	15.07
muxes	2	2.512
AOI/OAI and AO/OA	31	27.16
buffers and inverters	3	1.413
and+or+nand+nor	35	22.14
xor gates and xnor gates	6	6.593
[through the flow]
stage	power (µW)	instances	util, %	instance area (µm²)
after global routing	819.3	158	27.11	1015
after global placement	639.6	155	26.00	973.4
final	740.8	158	27.11	1015
after CTS	745.1	158	27.11	1015
after detailed placement	646.6	155	26.00	973.4
after floorplan	486.8	96	-	797.0
[Yosys cell counts, drive strengths merged, types with 2 or more instances]
| cell | count |
|---|---|
| nand3 | 6 |
| nand4 | 2 |
| a21o | 4 |
| nor2 | 5 |
| o211ai | 2 |
| nand2 | 10 |
| nor2b | 2 |
| o21ai | 4 |
| inv | 2 |
| or3 | 3 |
| ha | 8 |
| and3 | 2 |
| a21oi | 10 |
| a221o | 2 |
| o21a | 2 |
| nor3 | 3 |
| mux2i | 2 |
| dfxtp | 10 |
| xnor2 | 5 |
[final cells by class]
cell class / instances / area (µm²) / share of cell area (%)
Sequential cell: 10 / 200.2 / 19.73
Tap cell: 48 / 60.06 / 5.919
Inverter: 2 / 7.507 / 0.7398
Timing Repair Buffer: 12 / 120.1 / 11.84
Clock buffer: 3 / 41.29 / 4.069
Multi-Input combinational cell: 83 / 585.6 / 57.71
Power is estimated from default activity; no workload was simulated.
