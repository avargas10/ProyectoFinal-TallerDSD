===== design/flow/run.sh =====
#!/bin/bash
# OpenROAD 26Q1-2900-gdf79404cd8, Yosys 0.63+post, stock flow scripts
make -C /OpenROAD-flow-scripts/flow DESIGN_CONFIG=/design/flow/config.mk WORK_HOME=/design/flow/orfs finish

===== design/flow/constraint.sdc =====
current_design Bullet

set clk_period 2.9
set clk_io_pct 0.2

create_clock -name clk0 -period $clk_period [get_ports {clk}]

set non_clock_inputs [all_inputs -no_clocks]
set_input_delay [expr $clk_period * $clk_io_pct] -clock clk0 $non_clock_inputs
set_output_delay [expr $clk_period * $clk_io_pct] -clock clk0 [all_outputs]

===== design/flow/config.mk =====
export PLATFORM = sky130hd
export DESIGN_NAME = Bullet
export DESIGN_NICKNAME = Bullet
export VERILOG_FILES = /design/flow/design.v
export SDC_FILE = /design/flow/constraint.sdc
export NUM_CORES = 4
export LEC_CHECK = 1
export CORE_AREA = 10 10 83 83
export DIE_AREA = 0 0 93 93

===== design/flow/design.v =====
`timescale 1ns / 1ps
module Bullet(col,clk,bCen,gunx,bulletx,bullety,finish,reset);
	input [9:0]gunx;
	input col,clk,bCen,finish,reset;
	output reg [9:0] bulletx = 0;
	output reg [9:0] bullety = 480;
	reg flag = 1'b0;
	always@(posedge clk)
		begin
			if(reset)
				begin
					bulletx = 0;
					bullety = 480;
				end
			else if(finish)
				begin
					bulletx = bulletx;
					bullety = bullety;
				end
			else if(col)
				begin
					bulletx = 0;
					bullety = 480;
					flag = 1'b0;
				end
			else if (flag)
				begin
					bullety = bullety-5;
					if (bullety<10) 
						begin
							flag = 1'b0;
						end
				end	
			else if (bCen) 
				begin
					bulletx =gunx;
					bullety = 440;
					flag = 1'b1;
				end
			else 
				begin
					bulletx = 0;
					bullety = 480;
				end
      end 
endmodule

==> results.cfg <==
; physical design summary
[outcome]
outcome = finished clean

[grt]
antenna_found_initial = 0
track_usage = 0.0715
overflow = 0
grt_pass1_vias = 1117
grt_max_degree = 22
grt_pass1_wl_um = 5220

[critical_path]
crit_type = register to register
reg2reg_depth = 7
r2r_setup_slack_ps = 740
crit_fanout = 9
r2r-start = bullety[0]
r2r_end = flag
critPathArrivalTime_ps = 2160
cp.required_ps = 2900
cp-end-kind = register
cp-start-kind = register

[clock_network]
ctsResizeCount = 0
clockBufferDepth = 2
root_buffer = clkbuf_8
cts_buffers = 3
hold_buffers = 0
clk_pin_slew_ps = 80
clk_latency_ps = 260
htree_num_levels = 1
cts_tree = built
cts_setup_buffers = 0
cts.sinks = 21

[timing]
holdWs_ps = 454
drv_slew = 0
timing.fmax_mhz = 464
period_needed_ps = 2160
tightestPinTransition_ps = 792
maxSlewHeadroom = 0.470
clock_skew_ps = 2.41
hold_violations = 0
finalSetupViolCount = 0
setup_slack_ps = 744
rsz0062_at_grt = false
fin_crit_sh = 0.744
finalSetupTns_ps = 0

[detailed_routing]
firstDrtPassIters = 4
vias = 1091
wl_per_cell_um = 13.1
routed_wl_um = 3170
antennaDiodeCount = 0
drt_iter0_drc = 70
ant_nets = 0
remaining_drc_errors = 0
viasPerCell = 4.49

[place]
hpwl_um = 2370
post-place-ws_ps = 696
io_buffers = 34
routabilityCongestion = 0.819

[floorplan]
die_area_mm2 = 0.00865
num_io_pins = 35
initCoreUtil = 0.214
dieHeight_um = 93
fp.coreArea_mm2 = 0.00514
rows = 26
die_w_um = 93

[pwr]
total_leakage_power_nw = 0.485
power.density_mw_per_mm2 = 377
peakVddDrop_v = 0.000134

[logic_synthesis]
yosysWarningCount = 1
simple_gate_area_frac = 0.320
synth.avg_cell_area_um2 = 7.65
synthCells = 144
synth_adder_area_share = 0.0114
ys_sh_xor = 0
top_cell_area_share = 0.364
logic_family = simple AND/OR/NAND/NOR gates
ys_types = 37
mux_share = 0
yosys.area_share.aoi = 0.234
ys_seq_frac = 0.391
yosys_area_mm2 = 0.00110
yosys-top-cells-area = dfxtp_1 36%, a21oi_1 7.7%, nand3_1 6.8%
yosys_cells = 144
synth-seq-cells = 21
largest_area_cell = dfxtp_1
syn_area_mm2 = 0.00110

[worst_hold_path]
hold_path_end = bulletx[4]
hold_depth = 2
hp-start = bulletx[4]
hp-class = register to register

[layout]
layout-drive-gt1-share = 0.0462
area_growth_pct = 40.1
logic_area_um2 = 623
register_area_um2 = 430
fillers = 574

[job]
warnings = 25
drv_cap = 0
## state kept, by name, summed over array words and instances (netlist names)
signal,cells
bulletx,10
bullety,10
flag,1
## layer usage
metal | GRT usage | vias to the layer above | routed length (um)
met2 | 0.124 | 25 | 1580
met4 | 0.0129 | 0 | 36
met5 | 0 | - | 0
li1 | - | 572 | -
met1 | 0.0874 | 492 | 1380
met3 | 0.0194 | 2 | 173
## critical path, cell delays in order, from the launching register on
cell and delay, ps:
dfxtp_1 410, inv_1 70, ha_1 240, nor2b_1 490, o21a_1 240, o41ai_1 70
a221oi_1 290, a21oi_1 100
## Yosys cell counts
library cell,n
buf_1,2
a31oi_1,1
nor4_2,1
a32oi_1,1
o22ai_1,1
a211o_1,2
or4_1,1
o21ai_0,5
inv_1,2
o31a_1,1
a21o_1,3
nand4_1,1
o41ai_1,1
nor2_1,17
a221oi_1,1
edfxtp_1,1
o21a_1,2
ha_1,1
nor3b_1,2
a21oi_1,17
nand3_1,15
nor4_1,1
buf_2,2
nor2b_1,4
nor2_2,1
o21ai_1,3
nand3b_1,2
a22oi_1,1
o21bai_1,3
nand2_1,12
nand4b_1,1
nand2b_1,6
nor3_1,2
nor4b_1,1
clkbuf_1,6
nor3_2,1
dfxtp_1,20
## per-stage QoR
| step | cells | util | area (um^2) | power (mW) |
|---|---|---|---|---|
| floorplan | 144 | - | 1100 | 0.353 |
| global placement | 239 | 0.291 | 1500 | 0.399 |
| detailed placement | 239 | 0.291 | 1500 | 0.399 |
| CTS | 243 | 0.300 | 1540 | 0.595 |
| global route | 243 | 0.300 | 1540 | 0.614 |
| finish | 243 | 0.300 | 1540 | 0.582 |
## cell usage in the layout (no fill, tap or decap), types with 4 or more instances in the layout
cell	netlist	routed
nand3_1	15	15
nor2b_1	4	4
nand2_1	12	12
o21ai_0	5	5
nand2b_1	6	6
nor2_1	17	17
dfxtp_1	20	20
a21oi_1	17	17
clkdlybuf4s50_1	0	34
## layout make-up
cell class                      instances  share of cell area
Multi-Input combinational cell        111               0.404
Sequential cell                        21               0.279
Timing Repair Buffer                   35               0.225
Tap cell                               70              0.0568
Clock buffer                            3              0.0268
Inverter                                2             0.00487
Clock inverter                          1             0.00324
## how the worst max path moves through the flow
stage                      start  endpoint  slack (ps)  cells after the start
after CTS             bullety[0]      flag         750                      7
after global routing  bullety[0]      flag         550                      7
final                 bullety[0]      flag         740                      7
## kinds of logic (layout without fill, tap and decap cells)
logic type,after synthesis,after routing
simple gates,68,68
fa+ha+maj,1,1
compound gates,42,42
flops,21,21
buf+inv,12,41
## power by group
part	switching (mW)	total, mW	leakage [nW]	internal (mW)
combinational	0.0380	0.0832	0.288	0.0452
sequential	0.00975	0.308	0.172	0.298
clock	0.0950	0.191	0.0255	0.0956
Power figures rest on the tool's default switching activity, not on a simulated workload.
